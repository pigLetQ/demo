$ cat ./design.v
`timescale 1ns / 1ps
module seg7x16(
        input clk, input rstn, input[63:0] i_data,input disp_mode,output [7:0] o_seg, output [7:0] o_sel
    );
    reg [14:0] cnt;
    wire seg7_clk;
    always@(posedge clk, negedge rstn)
    if(!rstn) cnt<=0;
    else cnt<=cnt + 1'b1;
    assign seg7_clk = cnt[14];
    reg [2:0] seg7_addr;
    always@(posedge seg7_clk, negedge rstn)
        if(!rstn) seg7_addr <= 0;
        else seg7_addr <= seg7_addr + 1'b1;
    reg [7:0] o_sel_r;
    always@(*)
        case(seg7_addr)
            7:o_sel_r = 8'b01111111;
            6:o_sel_r = 8'b10111111;
            5:o_sel_r = 8'b11011111;
            4:o_sel_r = 8'b11101111;
            3:o_sel_r = 8'b11110111;
            2:o_sel_r = 8'b11111011;
            1:o_sel_r = 8'b11111101;
            0:o_sel_r = 8'b11111110;
      endcase
      reg [63:0] i_data_store;
      always@(posedge clk, negedge rstn)
        if(!rstn) i_data_store <= 0;
        else i_data_store <= i_data;
      reg [7:0] seg_data_r;
      always@(*)
      if(disp_mode == 1'b0)begin
        case(seg7_addr)
            0: seg_data_r = i_data_store[3:0];
            1: seg_data_r = i_data_store[7:4];
            2: seg_data_r = i_data_store[11:8];
            3: seg_data_r = i_data_store[15:12];
            4: seg_data_r = i_data_store[19:16];
            5: seg_data_r = i_data_store[23:20];
            6: seg_data_r = i_data_store[27:24];
            7: seg_data_r = i_data_store[31:28];
        endcase end
        else begin
        case(seg7_addr)
            0:seg_data_r = i_data_store[7:0];
            1:seg_data_r = i_data_store[15:8];
            2:seg_data_r = i_data_store[23:16];
            3:seg_data_r = i_data_store[31:24];
            4:seg_data_r = i_data_store[39:32];
            5:seg_data_r = i_data_store[47:40];
            6:seg_data_r = i_data_store[55:48];
            7:seg_data_r = i_data_store[63:56];
         endcase end   
        reg[7:0] o_seg_r;
        always@(posedge clk, negedge rstn)
            if(!rstn) o_seg_r<=8'hff;
            else if(disp_mode == 1'b0) begin
                case(seg_data_r)
                4'h0: o_seg_r <= 8'hC0;
                4'h1: o_seg_r <= 8'hF9;
                4'h2: o_seg_r <= 8'hA4;
                4'h3: o_seg_r <= 8'hB0;
                4'h4: o_seg_r <= 8'h99;
                4'h5: o_seg_r <= 8'h92;
                4'h6: o_seg_r <= 8'h82;
                4'h7: o_seg_r <= 8'hF8;
                4'h8: o_seg_r <= 8'h80;
                4'h9: o_seg_r <= 8'h90;
                4'hA: o_seg_r <= 8'h88;
                4'hB: o_seg_r <= 8'h83;
                4'hC: o_seg_r <= 8'hC6;
                4'hD: o_seg_r <= 8'hA1;
                4'hE: o_seg_r <= 8'h86;
                4'hF: o_seg_r <= 8'h8E;
                default:o_seg_r <= 8'hFF;
            endcase end
        else begin o_seg_r <= seg_data_r;end
        assign o_sel = o_sel_r;
        assign o_seg = o_seg_r;
endmodule
$ cat ./run.sh
#!/bin/bash
# OpenROAD 26Q1-2900-gdf79404cd8, Yosys 0.63+post, stock flow scripts
make -C /OpenROAD-flow-scripts/flow DESIGN_CONFIG=/design/flow/config.mk WORK_HOME=/design/flow/orfs finish
$ cat ./config.mk
export PLATFORM = sky130hd
export DESIGN_NAME = seg7x16
export DESIGN_NICKNAME = seg7x16
export VERILOG_FILES = /design/flow/design.v
export SDC_FILE = /design/flow/constraint.sdc
export NUM_CORES = 4
export LEC_CHECK = 1
export CORE_UTILIZATION = 50
$ cat ./constraint.sdc
current_design seg7x16

set clk_period 3.3
set clk_io_pct 0.2

create_clock -name clk0 -period $clk_period [get_ports {clk}]

set non_clock_inputs [all_inputs -no_clocks]
set_input_delay [expr $clk_period * $clk_io_pct] -clock clk0 $non_clock_inputs
set_output_delay [expr $clk_period * $clk_io_pct] -clock clk0 [all_outputs]
==> results.ini <==
[cts]
clkSlewWorstSetupHoldPaths_ps=90
cts_hold_buf=0
clock.latency.late_pin_ps=350
htree_num_levels=3
post_cts_buffers=0
root_buffer=clkbuf_8
cts_tree=built
clockBufferDepth=2
numCtsBuffers=9
ctsResizeCount=0

[layout]
final_layout_size_suffix_gt1_share_pct=12.23
layout_top_cell=dfrtp_1
final_area_um2=4717
area_growth_pct=31.36
most-common-layout-cells=dfrtp_1, clkdlybuf4s50_1, nand2_1

[global_routing]
grt_overflow=0
antenna_found_initial=0
grt_max_degree=35
first_global_vias=2660
grt_pass1_wl_um=12900
grt_usage_pct=23.85

[timing]
setup_viol=0
rsz0062_at_grt=no
slew_headroom_pct=40.46
hold_viol=0
fmax_mhz=377.6
worst_pin_slew_ps=893.1
finClkSkew_ps=7.273
post-route-period-util_pct=80.26
fin_tns_setup_ps=0
finalWorstSetupSlack_ps=651.5
slew_viol_final=0
untimed_endpoints=11
unclocked_pins=3
period_minus_slack_ps=2648

[routing]
ant_nets=0
avgRoutedWirePerCell_um=16.75
drc=0
viasPerCell=5.388
drt-initial-drc-count=82
diodes=0
first_pass_iters=5
drt_wl_total_um=7905
vias=2543

[worst_setup_path]
cp_slowest_cell=clkdlybuf4s50_1
rr_worst_depth=9
path_cells=clkdlybuf4s50_1, buf_4, a221oi_1, nand3_1, a22oi_1, inv_1, ha_1, a21boi_0, a211o_1, a32oi_1
crit_type=input pin to flop
setup.worst_path.start=disp_mode
r2r-start=i_data_store[25]
critPathRequiredTime_ps=3580
path_max_fanout=8
start_kind=input pin
crit-reg2reg-capture=o_seg_r[4]
worstPathArrival_ps=2930
end_kind=flop
r2r_slack_ps=1240
critPathMaxStageDelay_ps=550

[floorplanning]
rows=30
die_h_um=86.75
fp-utilization_pct=52.28
die-area_um2=7525
die_w_um=86.75
ioPinCount=83
core_region_area_um2=6869

[synth]
edf_count=0
avgSynthCellArea_um2=12.82
synth_stat.cells=280
ys_ff=90
flop_cell=dfrtp_1
yosys-stat-area_um2=3591
netlist-cell-type-count=48
syn-instance-count=280
syn-cell-area_um2=3591
yosysWarnings=1
ys_async_sr_fraction_pct=100.0
ys_seq_share_pct=63.00

[job]
drv_cap=0
warnings=35

[placement]
hpwl_um=5682
io_buffers=82
post-place-ws_ps=291.7
place_area_um2=4532
place.gp.congestion=0.9154

[power_and_ir_drop]
seq_power_share_pct=56.6
p_clk_share_pct=34.1
p_leak_nw=1.995
intPower_mw=1.531
p_comb_share_pct=9.3
swShare_pct=24.33
p_sw_mw=0.4924
power.ir.vdd_worst_v=0.0002500
power_density_nw_per_um2=429.0

[min_path]
worstHoldPathType=input pin to async pin

[outcome]
status=completed

-- layer usage --
| metal | GRT usage (%) | vias to the layer above | part of all wire (%) |
|---|---|---|---|
| li1 | - | 1204 | - |
| met4 | 4.848 | 0 | 0.40 |
| met2 | 37.95 | 91 | 49 |
| met3 | 5.217 | 2 | 7.2 |
| met5 | 0 | - | 0 |
| met1 | 36.12 | 1246 | 43 |
-- critical path: cells and delay by family --
family,cells,cell delay (ps)
fa+ha+maj,1,210
simple gates,1,110
buf+inv,3,930
compound gates,5,1020
-- synth_stat cells, drive strengths merged, types with 3 or more instances --
cell    count  area share [%]
ha         13             4.5
and2        4            0.77
a221oi      9             2.4
inv        14             1.5
nor2        7             1.2
dfrtp      82              57
xnor2      11             2.7
mux2        3            0.94
dfstp       8             5.9
nand2      20             2.3
o21ai       6            0.84
buf        10             1.8
o22ai       4            0.87
nor2b       3            0.52
nand3      16             2.2
a22oi      16             3.3
a21oi      11             1.5
a222oi      5             1.4
a32oi       3            0.73
and3        3            0.52
a221o       4             1.2
nand4       5            0.87
-- flip-flops by register name (all words and copies together) (netlist names) --
register and count:
i_data_store 64, cnt 15, o_seg_r 8, seg7_addr 3
-- power by group through the flow --
| stage | logic (mW) | registers (mW) | clock network, mW |
|---|---|---|---|
| CTS | 0.192 | 1.15 | 0.716 |
| global route | 0.209 | 1.15 | 0.772 |
| finish | 0.189 | 1.15 | 0.689 |
-- worst max path at each step --
stage | end | slack [ps] | cells after the start
4_1_cts | o_seg_r[4] | 670 | 10
5_1_grt | o_seg_r[4] | 530 | 10
6_report | o_seg_r[4] | 650 | 10
-- stage by stage --
step                      utilization [%]  power [mW]  hold WS [ps]  instances
after floorplan                         -       1.209         364.4        280
after global placement              65.97       1.359         455.3        456
after detailed placement            65.97       1.357         458.8        456
after CTS                           68.67       2.054         176.1        472
after global routing                68.67       2.130         184.1        472
final                               68.67       2.024         185.5        472
-- cell families (layout without fill, tap and decap cells) --
logic type / Yosys count / in the layout / synth area share (%)
AND-OR/OR-AND: 72 / 72 / 15.37
XOR/XNOR: 13 / 13 / 3.171
adder cells (fa/ha/maj): 13 / 13 / 4.530
buffers and inverters: 26 / 122 / 3.484
flip-flops: 90 / 90 / 63.00
multiplexers: 4 / 4 / 1.219
AND/OR/NAND/NOR: 62 / 62 / 9.234
-- final cells by class --
class	count	area (µm²)
inverters	14	52.55
fillers	492	2152
repair buffers	92	893.4
clock inverters	7	61.31
flip-flops and latches	90	2262
clock buffers	9	123.9
well taps	96	120.1
multi-input cells	164	1204
Power and IR drop assume default switching activity.
