==> flow/design.v <==
`timescale 1ns / 1ps
module ctrl(
    input [6:0] Op,   
    input [6:0] Funct7,   
    input [2:0] Funct3,     
    output RegWrite,  
    output MemWrite,  
    output [2:0]EXTOp,     
    output [3:0]ALUOp,     
    output [2:0]NPC,     
    output ALUSrc_A,    
    output ALUSrc_B,    
    output [2:0]DMType,  
    output [1:0]WDSel     
    );
    wire i_nop = ~Op[6]&~Op[5]&~Op[4]&~Op[3]&~Op[2]&~Op[1]&~Op[0];  
    wire itype_r = ~Op[6]&Op[5]&Op[4]&~Op[3]&~Op[2]&Op[1]&Op[0];  
    wire i_add = itype_r&~Funct7[6]&~Funct7[5]&~Funct7[4]&~Funct7[3]&~Funct7[2]&~Funct7[1]&~Funct7[0]&~Funct3[2]&~Funct3[1]&~Funct3[0];  
    wire i_sub = itype_r&~Funct7[6]&Funct7[5]&~Funct7[4]&~Funct7[3]&~Funct7[2]&~Funct7[1]&~Funct7[0]&~Funct3[2]&~Funct3[1]&~Funct3[0];  
    wire i_sll = itype_r&~Funct7[6]&~Funct7[5]&~Funct7[4]&~Funct7[3]&~Funct7[2]&~Funct7[1]&~Funct7[0]&~Funct3[2]& ~Funct3[1]& Funct3[0];  
    wire i_slt = itype_r&~Funct7[6]&~Funct7[5]&~Funct7[4]&~Funct7[3]&~Funct7[2]&~Funct7[1]&~Funct7[0]&~Funct3[2]& Funct3[1]& ~Funct3[0];  
    wire i_sltu = itype_r&~Funct7[6]&~Funct7[5]&~Funct7[4]&~Funct7[3]&~Funct7[2]&~Funct7[1]&~Funct7[0]&~Funct3[2]& Funct3[1]& Funct3[0];  
    wire i_xor = itype_r&~Funct7[6]&~Funct7[5]&~Funct7[4]&~Funct7[3]&~Funct7[2]&~Funct7[1]&~Funct7[0]&Funct3[2]& ~Funct3[1]& ~Funct3[0];  
    wire i_srl = itype_r& ~Funct7[6]&~Funct7[5]&~Funct7[4]&~Funct7[3]&~Funct7[2]&~Funct7[1]&~Funct7[0]&Funct3[2]& ~Funct3[1]& Funct3[0];  
    wire i_sra = itype_r& ~Funct7[6]&Funct7[5]&~Funct7[4]&~Funct7[3]&~Funct7[2]&~Funct7[1]&~Funct7[0]&Funct3[2]& ~Funct3[1]& Funct3[0];  
    wire i_or = itype_r&~Funct7[6]&~Funct7[5]&~Funct7[4]&~Funct7[3]&~Funct7[2]&~Funct7[1]&~Funct7[0]&Funct3[2]& Funct3[1]& ~Funct3[0];  
    wire i_and = itype_r&~Funct7[6]&~Funct7[5]&~Funct7[4]&~Funct7[3]&~Funct7[2]&~Funct7[1]&~Funct7[0]&Funct3[2]& Funct3[1]& Funct3[0];  
    wire itype_load  = ~Op[6]&~Op[5]&~Op[4]&~Op[3]&~Op[2]&Op[1]&Op[0];  
    wire i_lb = itype_load&~Funct3[2]& ~Funct3[1]& ~Funct3[0];  
    wire i_lh = itype_load&~Funct3[2]& ~Funct3[1]& Funct3[0];   
    wire i_lw = itype_load&~Funct3[2]& Funct3[1]& ~Funct3[0];   
    wire i_ld = itype_load&~Funct3[2]& Funct3[1]& Funct3[0];   
    wire i_lbu = itype_load&Funct3[2]& ~Funct3[1]& ~Funct3[0];  
    wire i_lhu = itype_load&Funct3[2]& ~Funct3[1]& Funct3[0];  
    wire i_lwu = itype_load&Funct3[2]& Funct3[1]& ~Funct3[0];   
    wire itype_imm  = ~Op[6]&~Op[5]&Op[4]&~Op[3]&~Op[2]&Op[1]&Op[0];  
    wire i_addi  =  itype_imm& ~Funct3[2]& ~Funct3[1]& ~Funct3[0];  
    wire i_slli  =  itype_imm&~Funct7[6]&~Funct7[5]&~Funct7[4]&~Funct7[3]&~Funct7[2]&~Funct7[1]&~Funct7[0]& ~Funct3[2]& ~Funct3[1]& Funct3[0];  
    wire i_slti  =  itype_imm& ~Funct3[2]& Funct3[1]& ~Funct3[0];  
    wire i_sltiu  =  itype_imm& ~Funct3[2]& Funct3[1]& Funct3[0];  
    wire i_xori  =  itype_imm& Funct3[2]& ~Funct3[1]& ~Funct3[0];  
    wire i_srli  =  itype_imm&~Funct7[6]&~Funct7[5]&~Funct7[4]&~Funct7[3]&~Funct7[2]&~Funct7[1]&~Funct7[0]& Funct3[2]& ~Funct3[1]& Funct3[0];  
    wire i_srai  =  itype_imm&~Funct7[6]&Funct7[5]&~Funct7[4]&~Funct7[3]&~Funct7[2]&~Funct7[1]&~Funct7[0]& Funct3[2]& ~Funct3[1]& Funct3[0];  
    wire i_ori  =  itype_imm& Funct3[2]& Funct3[1]& ~Funct3[0];  
    wire i_andi  =  itype_imm& Funct3[2]& Funct3[1]& Funct3[0];  
    wire itype_s = ~Op[6]&Op[5]&~Op[4]&~Op[3]&~Op[2]&Op[1]&Op[0]; 
    wire i_sb = itype_s& ~Funct3[2]& ~Funct3[1]& ~Funct3[0];  
    wire i_sh = itype_s& ~Funct3[2]& ~Funct3[1]&  Funct3[0];  
    wire i_sw = itype_s& ~Funct3[2]&  Funct3[1]& ~Funct3[0];  
    wire itype_sb = Op[6]&Op[5]&~Op[4]&~Op[3]&~Op[2]&Op[1]&Op[0]; 
    wire i_beq = itype_sb&~Funct3[2]&~Funct3[1]&~Funct3[0];  
    wire i_bne = itype_sb&~Funct3[2]&~Funct3[1]& Funct3[0];  
    wire i_blt = itype_sb& Funct3[2]&~Funct3[1]&~Funct3[0];  
    wire i_bge = itype_sb& Funct3[2]&~Funct3[1]& Funct3[0];  
    wire i_bltu = itype_sb& Funct3[2]& Funct3[1]& ~Funct3[0];  
    wire i_bgeu = itype_sb& Funct3[2]& Funct3[1]& Funct3[0];  
    wire itype_sb_sign = i_beq | i_bne | i_blt | i_bge;
    wire itype_sb_unsign = i_bltu | i_bgeu;
    wire i_jal = Op[6]&Op[5]&~Op[4]&Op[3]&Op[2]&Op[1]&Op[0]; 
    wire i_jalr = Op[6]&Op[5]&~Op[4]&~Op[3]&Op[2]&Op[1]&Op[0]; 
    wire i_lui = ~Op[6]&Op[5]&Op[4]&~Op[3]&Op[2]&Op[1]&Op[0]; 
    wire i_auipc = ~Op[6]&~Op[5]&Op[4]&~Op[3]&~Op[2]&~Op[1]&~Op[0]; 
    assign RegWrite = itype_r | itype_load | itype_imm | i_jal | i_jalr | i_lui | i_auipc; 
    assign MemWrite = itype_s;     
    assign ALUSrc_A = ~i_auipc;
    assign ALUSrc_B = itype_imm | itype_s | itype_load | i_lui | i_auipc | i_jalr;
    assign WDSel[0] = itype_load | itype_r | itype_imm | i_lui | i_auipc;   
    assign WDSel[1] = itype_load | i_jal | i_jalr;
    assign ALUOp[0] = itype_load | itype_s | i_add | i_addi | i_jal | i_jalr | i_sll | i_slli | i_srl | i_srli | i_or | i_ori | i_lui | i_slt | i_slti | i_sltu | i_sltiu;
    assign ALUOp[1] = itype_sb_sign | i_sub | i_sll | i_slli | i_sra | i_srai | i_or | i_ori | i_auipc | i_slt | i_slti;
    assign ALUOp[2] = i_xor | i_xori | i_srl | i_srli | i_sra | i_srai | i_or | i_ori | itype_sb_unsign | i_sltu | i_sltiu;
    assign ALUOp[3] = i_and | i_andi | i_lui | i_auipc | i_slt | i_sltu | i_slti | i_sltiu | itype_sb_unsign;
    assign EXTOp[0] = i_sltiu | itype_sb | i_lui | i_auipc;
    assign EXTOp[1] = itype_s | itype_sb; 
    assign EXTOp[2] = i_jal | | i_lui | i_auipc;
    assign DMType[2] = i_lbu;
    assign DMType[1] = i_lb | i_sb | i_lhu;
    assign DMType[0] = i_lh | i_sh | i_lb | i_sb;
    assign NPC[0] = i_jal | i_bge | i_bgeu | i_bne;
    assign NPC[1] = i_jalr | i_bge | i_bgeu | i_beq;
    assign NPC[2] = i_blt | i_bltu | i_bne | i_beq;
endmodule
==> flow/run.sh <==
#!/bin/bash
# OpenROAD 26Q1-2900-gdf79404cd8, Yosys 0.63+post, stock flow scripts
make -C /OpenROAD-flow-scripts/flow DESIGN_CONFIG=/design/flow/config.mk WORK_HOME=/design/flow/orfs finish
==> flow/config.mk <==
export PLATFORM = sky130hd
export DESIGN_NAME = ctrl
export DESIGN_NICKNAME = ctrl
export VERILOG_FILES = /design/flow/design.v
export SDC_FILE = /design/flow/constraint.sdc
export NUM_CORES = 4
export LEC_CHECK = 1
export CORE_AREA = 10 10 82 82
export DIE_AREA = 0 0 92 92
==> flow/constraint.sdc <==
current_design ctrl

set clk_period 3.9
set clk_io_pct 0.2

create_clock -name clk0 -period $clk_period

set non_clock_inputs [all_inputs -no_clocks]
set_input_delay [expr $clk_period * $clk_io_pct] -clock clk0 $non_clock_inputs
set_output_delay [expr $clk_period * $clk_io_pct] -clock clk0 [all_outputs]
==> flow_metrics.tcl <==
# implementation run metrics
set metrics [dict create \
    synth.area.top_cells "nor4_4 (5.9%), nand3_1 (4.9%), nor2_1 (4.2%)" \
    use_met2_pct 11.4 \
    required_ns 3.12 \
    die_w_um 92 \
    postCtsSetupBuffers 0 \
    synth_seq_share_pct 0 \
    port_buffers 36 \
    die_area_um2 8460 \
    ctsResizeCount 0 \
    antenna_found_initial 0 \
    yosysWarnings 0 \
    place_hpwl_mm 2.54 \
    drc 0 \
    drive_above_1_share_pct 14.7 \
    grt_pass1_wl_mm 4.83 \
    via_count 967 \
    min_path_cells 3 \
    netlist_area_um2 719 \
    pre_cts_slack_ns 0.215 \
    fin_area_um2 1190 \
    rows 26 \
    antennaDiodeCount 0 \
    yosys.area.top_type_share_pct 5.91 \
    cts_hold_buf 0 \
    hold_viol 0 \
    fin_crit_ns 3.68 \
    fmax_ghz 0.271 \
    busiest_layer "met2" \
    fin_setup_tns_ns 0 \
    rsz0062_at_grt "no" \
    tool_warnings 32 \
    avgSynthCellArea_um2 6.66 \
    grtUsageMet3_pct 1.65 \
    gp_congestion 0.880 \
    pwr_density_cell_nw_per_um2 66.4 \
    syn2layout_area_growth_pct 65.0 \
    final_antenna_net_count 0 \
    path_class "input port to output port" \
    fin_crit_sh_pct 94.5 \
    ys_area_um2 719 \
    grt_pass1_vias 936 \
    finalMaxSlewViolations 0 \
    top_area_cell "nor4_4" \
    seqCellArea_um2 0 \
    yosys-top-cells-count "nor2_1 (8), nand3_1 (7), inv_1 (6), nand2_1 (6)" \
    synth_cells 108 \
    grt_max_degree 17 \
    grt_overflow 0 \
    endpoint_kind "output port" \
    synth_stat.cells 108 \
    ir_drop_mv 0.0291 \
    wl_per_cell_um 13.9 \
    synthMostInstantiatedCell "nor2_1" \
    seq_cell_count 0 \
    tightest_slew_ns 0.329 \
    arrival_ns 2.90 \
    status "complete, no violations" \
    slew_headroom_pct 77.8 \
    dr.first_iter.drc_count 51 \
    synth_cell_types 47 \
    maxCapViolations 0 \
    setup_ws_ns 0.215 \
    fill_cells 599 \
    min_from "Funct3[2]" \
    holdWs_ns 2.65 \
    setup_viol 0 \
    utilization_pct 23.4 \
    logic_area_um2 649 \
    p_leak_nw 0.418 \
    via_per_inst 4.54 \
    fp-utilization_pct 14.2 \
    met1_usage_pct 9.18 \
    core_area_um2 5070 \
    hold_path_end "DMType[0]" \
    dr.pass1.iters 4 \
    dpl_cell_area_um2 1190 \
    wirelength_mm 2.97 \
    boundaryPins 36 \
    nClkBuffers 0 \
    startpoint_type "input port" \
    hold_path_class "input port to output port" \
    path_max_fanout 8 \
    die_y_um 92 \
    grt_use_total_pct 6.80 \
]
-- worst max-delay path by stage --
stage                 start  slack, ns  cells past startpoint  endpoint
final                 Op[5]       0.22                      6  ALUOp[3]
after global routing  Op[5]        0.1                      7  ALUOp[0]
after CTS             Op[5]       0.21                      6  ALUOp[3]
-- cell type report --
class              instances  share of cell area, %
multi-input cells         92                   54.7
repair buffers            45                   36.0
inverters                  6                   1.90
well taps                 70                   7.38
-- kinds of logic after synthesis --
group           Yosys count  share of synthesized area [%]
buf+inv                  16                           9.74
xor+xnor                  2                           2.44
compound gates           30                           28.2
simple gates             60                           59.7
-- layout by cell type, fill, tap and decap left out, types with 3 or more instances in the layout --
| master | count |
|---|---|
| clkdlybuf4s50_1 | 36 |
| buf_4 | 9 |
| nor2_1 | 8 |
| nand3_1 | 7 |
| inv_1 | 6 |
| nand2_1 | 6 |
| nor3_1 | 5 |
| a21oi_1 | 5 |
| o21ai_0 | 4 |
| o31ai_1 | 4 |
| o22ai_1 | 4 |
| and2_1 | 3 |
| a31oi_1 | 3 |
| nand4b_1 | 3 |
-- worst max-delay path, stage by stage --
cell,delay (ns)
clkdlybuf4s50_1,0.60
or4b_1,0.54
nor4_4,0.23
a31oi_1,0.07
o22ai_1,0.17
clkdlybuf4s50_1,0.51
-- routing by layer --
layer / share of wire, % / vias to the layer above
met5: 0 / -
met2: 46 / 33
met1: 47 / 444
li1: - / 490
met4: 0 / 0
met3: 7.4 / 0
-- stage by stage --
stage | total power, mW | instances
after CTS | 0.0790 | 213
after global placement | 0.0790 | 213
after global routing | 0.0864 | 213
final | 0.0789 | 213
after detailed placement | 0.0786 | 213
after floorplan | 0.0374 | 108
-- power breakdown --
group	switching, mW	internal, mW	leakage [nW]
logic	0.0385	0.0404	0.418
registers	0	0	0
clock network	0	0	0
No activity file was given, so power comes from the tool's default toggle rates.
