==> design.v <==
`timescale 1ns / 1ps
module RF(
    input Clk_CPU,
    input rstn,
    input RFWr,
    input [5:0] A1,A2,
    input [4:0] A3,
    input [31:0] WD,
    output reg[31:0] RD1,
    output reg[31:0] RD2
        );
    reg [31:0] rf[31:0];
    integer i;
    always@(*)begin
        RD1 = (A1!=0)?rf[A1]:0;
        RD2 = (A2!=0)?rf[A2]:0;
    end
    always@(posedge Clk_CPU or negedge rstn) begin
        if(!rstn) begin
            for(i=0;i<32;i=i+1)
                rf[i] <= i;  
            end
        else
            if(RFWr) begin
                rf[A3] <= WD;
            end
     end     
endmodule
==> run.sh <==
#!/bin/bash
# OpenROAD 26Q1-2900-gdf79404cd8, Yosys 0.63+post, stock flow scripts
make -C /OpenROAD-flow-scripts/flow DESIGN_CONFIG=/design/flow/config.mk WORK_HOME=/design/flow/orfs finish
==> config.mk <==
export PLATFORM = sky130hd
export DESIGN_NAME = RF
export DESIGN_NICKNAME = RF
export VERILOG_FILES = /design/flow/design.v
export SDC_FILE = /design/flow/constraint.sdc
export NUM_CORES = 4
export LEC_CHECK = 1
export CORE_UTILIZATION = 50
==> constraint.sdc <==
current_design RF

set clk_period 17.0
set clk_io_pct 0.2

create_clock -name clk0 -period $clk_period [get_ports {Clk_CPU}]

set non_clock_inputs [all_inputs -no_clocks]
set_input_delay [expr $clk_period * $clk_io_pct] -clock clk0 $non_clock_inputs
set_output_delay [expr $clk_period * $clk_io_pct] -clock clk0 [all_outputs]
==> results.toml <==
# synthesis and place-and-route metrics
[yosys]
edf_count = 0
yosysUniqueCellTypes = 71
yosys_cells = 4912
yosys_warnings = 2
synth_flops = 1024
synth_area_um2 = 54350
syn-instance-count = 4912
async_flop_share_pct = 100.0
synth-main-ff-cell = "dfrtp_1"
yosysSeqAreaShare_pct = 47.33
yosysChipArea_um2 = 54350
avgSynthCellArea_um2 = 11.07

[setup_path]
critPathCaptureType = "output port"
regToRegSetupSlack_ns = 16.10
worst_path_max_delay_cell = "a31oi_1"
slowest_delay_ns = 0.70
cp-start-kind = "primary input"
cp-endpoint = "RD2[22]"
cp_cell_sequence = "buf_2 -> buf_4 -> buf_4 -> nor2b_4 -> buf_4 -> buf_4 -> nand3_1 -> nand4_1 -> a2111oi_0 -> a31oi_1 -> clkdlybuf4s50_1"
r2r_start = "rf[17][3]$_DFFE_PN0P_"
crit_required_ns = 13.60
worstPathArrival_ns = 8.22
critPathMaxFanout = 36
crit_path_start = "A2[4]"
r2r_cells = 1
crit_top_cell = "buf_4"
r2r_end = "rf[17][3]$_DFFE_PN0P_"
worstSetupPathType = "primary input to output port"

[placement]
hpwlAfterDp_um = 177300
dpl.cell_count = 6158
detailed_place.area_um2 = 57390
gp_routability_congestion = 1.088
io_buffers = 115

[layout]
n_fill_cell = 8990
drive_gt1_share_pct = 34.60
largestRegisters = "rf x1024"
regMostFlops = "rf"
comb_area_um2 = 26650
stdcell_area_um2 = 61390
flop_area_um2 = 25720
fin_cells = 6404
area_delta_synth_final_pct = 12.94
largest_register_ffs = 1024

[global_routing]
grt_pass1_vias = 48167
track_usage_pct = 55.76
antenna_found_initial = 29
overflow = 0
grt_pass1_wl_um = 401500
grt_max_degree = 123

[timing]
finalSetupViolations = 0
slew_headroom_pct = 17.34
tightest_slew_ns = 1.229
hold_viol_final = 0
fin_setup_tns_ns = 0
fin_crit_sh_pct = 68.36
fin_worst_skew_ns = 0
clock.fmax_ghz = 0.08605
rsz0062_at_grt = "no"
slew_viol_final = 0
finalCriticalPeriod_ns = 11.62

[floorplan]
fp.dieW_um = 331.7
fp_util_pct = 50.63
rows = 120
ios = 116
die_area_um2 = 110000
die_height_um = 331.7
design.core.area_um2 = 107400

[hold_path]
worstHoldPathType = "flip-flop to flip-flop"
hold_depth = 1

[drt]
via_per_inst = 7.900
wire_per_inst_um = 45.94
drtIter0Drc = 7426
postRouteAntennaNets = 0
drc = 0
drt_pass1_iterations = 10
wirelength_um = 294200
vias = 50594

[power]
power_density_nw_per_um2 = 116.5
p_leak_uw = 0.02601
ir_drop_uv = 90.48

[clock_network]
clk_latency_ns = 0.72
cts_setup_buffers = 0
ctsHoldBuffers = 0
clock-root-buffer = "clkbuf_16"
cts_tree = "yes"
cts_sinks = 1024
cts-resized-gates = 0
clkSlewWorstSetupHoldPaths_ns = 0.06
cts_buffer_depth = 3
cts_made_buffers = 112
h-tree-depth = 3

[outcome]
outcome = "completed"

[job]
warnings = 56
maxCapViolations = 0
## cell families after synthesis
group | Yosys count | synth area share [%]
compound gates | 737 | 10.24
buf+inv | 553 | 4.399
flops | 1024 | 47.33
mux | 1073 | 22.17
simple gates | 1525 | 15.86
## per-stage QoR
step	util, %	worst slack [ns]	hold WS, ns	power, uW
floorplan	-	8.679	0.4852	3892
global placement	53.46	5.891	0.5014	4474
detailed placement	53.46	5.748	0.5053	4491
CTS	57.09	5.744	0.5170	7085
global route	57.10	5.653	0.5368	7315
finish	57.18	5.378	0.5194	7149
## power breakdown
| group | total, uW | internal, uW | switching [uW] |
|---|---|---|---|
| sequential | 3420 | 2940 | 480 |
| clock | 2620 | 1540 | 1080 |
| combinational | 1110 | 542 | 566 |
## routing by layer
metal  routed length, um  GRT usage, %  vias to the layer above  part of all wire [%]
met5                 728         5.341                        -                  0.25
met4               27510         37.06                       42                   9.4
met3               53760         38.01                     1647                    18
met2              112400         69.28                     4801                    38
met1               99810         69.69                    25268                    34
li1                    -             -                    18836                     -
## cell type report
class / count / area share [%]
Antenna cell: 41 / 0.1671
Clock buffer: 153 / 5.200
Clock inverter: 52 / 1.137
Inverter: 9 / 0.05503
Multi-Input combinational cell: 3335 / 43.41
Sequential cell: 1024 / 41.91
Tap cell: 1403 / 2.860
Timing Repair Buffer: 387 / 5.267
## how the worst min path moves through the flow
stage,from,end,slack [ns]
5_1_grt,rf[12][0]$_DFFE_PN0P_,rf[12][0]$_DFFE_PN0P_,0.54
4_1_cts,rf[25][23]$_DFFE_PN0P_,rf[25][23]$_DFFE_PN0P_,0.52
6_report,rf[25][23]$_DFFE_PN0P_,rf[25][23]$_DFFE_PN0P_,0.52
## cells in the final DEF, fill, tap and decap left out, types with 13 or more instances in the layout
cell type        count
o31a_1              13
nor2_4              22
bufinv_16           15
a211oi_1            14
dfrtp_1            944
nand4_1            211
nand3b_1            19
clkinv_2            20
a22o_1              59
nand2b_1            14
dfstp_2             80
nand2_2             13
mux2i_1             27
nand2_1             55
nor2_1              19
and2_1              17
a31oi_1             57
and4_1              46
buf_4              268
a2111oi_0           59
mux2_2            1046
clkbuf_16          116
clkdlybuf4s50_1    102
a21oi_1             79
nor2_2              32
o21ai_0             21
diode_2             41
a222oi_1            26
nor3_1              28
clkbuf_1            22
nor4_1              46
clkbuf_8            15
a22oi_1            325
and3_1             194
nand3_1            704
## Yosys cell counts (all sizes together) (11+ instances only)
cell     number  share of area, %
and2         20              0.23
nand3b       19              0.26
a32oi        12              0.19
mux2       1046                22
nand2        68              0.47
clkbuf      272               1.9
o31a         13              0.21
nor4         48              0.55
o21ai        21              0.19
nand2b       15              0.17
and4         46              0.74
dfstp        80               3.9
a22o         59              0.95
nor2         73              0.59
a221o        12              0.22
a222oi       26              0.48
a22oi       325               4.5
nand3       704               6.5
a211oi       14              0.19
a2111oi      60              0.98
mux2i        27              0.50
nor2b        17              0.20
a21oi        79              0.73
nand4       211               2.4
nor3         38              0.37
dfrtp       944                43
and3        196               2.3
buf         272               2.5
nor3b        16              0.29
a221oi       11              0.18
a31oi        57              0.66
## worst max-delay path: cells and delay by family
kind	cells	cell delay, ns
buffers and inverters	6	3.03
and+or+nand+nor	3	0.87
AOI/OAI and AO/OA	2	0.79
Power is estimated from default activity; no workload was simulated.
